==> flow/run.sh <==
#!/bin/bash
# OpenROAD 26Q1-2900-gdf79404cd8, Yosys 0.63+post, stock flow scripts
make -C /OpenROAD-flow-scripts/flow DESIGN_CONFIG=/design/flow/config.mk WORK_HOME=/design/flow/orfs finish
==> flow/config.mk <==
export PLATFORM = sky130hd
export DESIGN_NAME = Alarm_Clock
export DESIGN_NICKNAME = Alarm_Clock
export VERILOG_FILES = /design/flow/design.v
export SDC_FILE = /design/flow/constraint.sdc
export NUM_CORES = 4
export LEC_CHECK = 1
export CORE_UTILIZATION = 30
==> flow/constraint.sdc <==
current_design Alarm_Clock

set clk_period 10.6
set clk_io_pct 0.2

create_clock -name clk0 -period $clk_period [get_ports {clk}]

set non_clock_inputs [all_inputs -no_clocks]
set_input_delay [expr $clk_period * $clk_io_pct] -clock clk0 $non_clock_inputs
set_output_delay [expr $clk_period * $clk_io_pct] -clock clk0 [all_outputs]
==> flow/design.v <==
module Alarm_Clock(
	input clk, reset, set, set_hh, set_mm, set_btn, mode_btn,
	output reg [6:0] ss7_lsd, ss7_msd, mm7_lsd, mm7_msd, hh7_lsd, hh7_msd,
	output reg dp_ss,
	output reg [9:0] led,
	output reg buzzer,
	output reg [1:0] ps
	);
parameter d0=7'b1000000, d1=7'b1111001, d2=7'b0100100, d3=7'b0110000, d4=7'b0011001, d5=7'b0010010, d6=7'b0000010, d7=7'b1111000, d8=7'b0000000, d9=7'b0011000;
parameter state_Reset=2'b00, state_Alarm=2'b01, state_Timer=2'b10, state_Stopw=2'b11;
reg [32:0] clock_counter;
reg clk_1s;
initial begin
clock_counter = 0;
clk_1s = 0;
end
always @(posedge clk)begin
		clock_counter = clock_counter + 1;
		if(clock_counter == 25000000) begin
			clk_1s = ~clk_1s;
			clock_counter = 0;
		end
end
reg [1:0] Current_State, Next_State;
initial begin
	Current_State = state_Reset;
end
always @(*) begin
	case(Current_State)
		state_Reset: if(mode_btn == 0) begin Next_State = state_Alarm; end
			     else if (mode_btn == 1) begin Next_State = state_Reset; end
		state_Alarm: if(mode_btn == 0) begin Next_State = state_Timer; end
			     else if (mode_btn == 1) begin Next_State = state_Alarm; end
		state_Timer: if(mode_btn == 0) begin Next_State = state_Stopw; end
			     else if (mode_btn == 1) begin Next_State = state_Timer; end
		state_Stopw: if(mode_btn == 0) begin Next_State = state_Reset; end
			     else if (mode_btn == 1) begin Next_State = state_Stopw; end
		default: Next_State = state_Reset;
	endcase 					
end
always @(posedge clk_1s) begin
	if(set == 0)
		Current_State <= Next_State;
end
reg [6:0] hour, min, sec;
initial begin
	hour = 0;
	min = 0;
	sec = 0;
end
always @(posedge clk_1s) begin
		if ((set == 1) && (Current_State == state_Reset))begin
			min = set_min;
			hour = set_hour;
			sec = set_sec;
		end
		else begin
			sec = sec + 1;
			if (sec == 60) begin
				min = min + 1;
				sec = 0;
			end
			if (min == 60) begin
				hour = hour + 1;
				min = 0;
			end
			if (hour == 24) begin
				hour = 0;
			end
		end
end
reg [6:0] set_hour, set_min, set_sec;
always @(posedge clk_1s) begin
	if( (set == 0)) begin
		set_hour = hour;
		set_min = min;
		set_sec = sec;
	end
	if ((set ==  1) && (set_mm == 1) && (set_hh == 0) && (set_btn == 0)) begin
		set_min = set_min + 1;
		if (set_min == 60) 
			set_min = 0;
	end
	else if ((set ==  1) && (set_mm == 0) && (set_hh == 1) && (set_btn == 0)) begin
		set_hour = set_hour + 1;
		if (set_hour == 24) 
			set_hour = 0;
	end
end
always @(posedge clk_1s) begin
	if ((Current_State == state_Reset) && (set == 0))begin
		hh7_msd = get_msd(hour);
		hh7_lsd = get_lsd(hour);
		mm7_msd = get_msd(min);
		mm7_lsd = get_lsd(min);
		ss7_msd = get_msd(sec);
		ss7_lsd = get_lsd(sec);
	end
	else if ((Current_State == state_Reset) && (set == 1))begin
		hh7_msd = get_msd(set_hour);
		hh7_lsd = get_lsd(set_hour);
		mm7_msd = get_msd(set_min);
		mm7_lsd = get_lsd(set_min);
		ss7_msd = get_msd(set_sec);
		ss7_lsd = get_lsd(set_sec);
	end
	else if (Current_State == state_Alarm)begin
		hh7_msd = d2;
		hh7_lsd = d2;
		mm7_msd = get_msd(min);
		mm7_lsd = get_lsd(min);
		ss7_msd = get_msd(sec);
		ss7_lsd = get_lsd(sec);
	end
	else if (Current_State == state_Timer)begin
		hh7_msd = d3;
		hh7_lsd = d3;
		mm7_msd = get_msd(min);
		mm7_lsd = get_lsd(min);
		ss7_msd = get_msd(sec);
		ss7_lsd = get_lsd(sec);
	end
	else if (Current_State == state_Stopw)begin
		hh7_msd = d4;
		hh7_lsd = d4;
		mm7_msd = get_msd(min);
		mm7_lsd = get_lsd(min);
		ss7_msd = get_msd(sec);
		ss7_lsd = get_lsd(sec);
	end
	else begin
		hh7_msd = d1;
		hh7_lsd = d1;
		mm7_msd = d1;
		mm7_lsd = d1;
		ss7_msd = d1;
		ss7_lsd = d1;
	end
end
function [6:0] get_msd;
	input [6:0] n;
	reg [6:0] m;
	m = n / 10;
	begin
			case(m)
				0 : get_msd = d0;
				1 : get_msd = d1;
				2 : get_msd = d2;
				3 : get_msd = d3;
				4 : get_msd = d4;
				5 : get_msd = d5;
				6 : get_msd = d6;
				7 : get_msd = d7;
				8 : get_msd = d8;
				9 : get_msd = d9;
				default: get_msd = d8;
			endcase
	end
endfunction
function [6:0] get_lsd;
	input [6:0] n;
	reg [6:0] m;
	if (n >= 10)
		m = n % 10;
	else
		m = n;
	begin
			case(m)
				0 : get_lsd = d0;
				1 : get_lsd = d1;
				2 : get_lsd = d2;
				3 : get_lsd = d3;
				4 : get_lsd = d4;
				5 : get_lsd = d5;
				6 : get_lsd = d6;
				7 : get_lsd = d7;
				8 : get_lsd = d8;
				9 : get_lsd = d9;
				default: get_lsd = d3;
			endcase
	end
endfunction
endmodule
==> results_dict.tcl <==
# collected from the flow reports
set metrics [dict create \
    topCellsByArea "dfxtp_1 (17%), ha_1 (9.6%), nand2_1 (4.6%), nor2_1 (4.1%), o21ai_0 (4.0%)" \
    drc_errors 0 \
    layout_top_cells "nand2_1 (157), nor2_1 (139), dfxtp_1 (110), o21ai_0 (103), ha_1 (98)" \
    yosys_area_mm2 0.01278 \
    synthCells 1666 \
    stdcell_count 2182 \
    slew_violations 0 \
    vdd_ir_drop_max_v 0.00007376 \
    worst_setup_path_start_kind "flop" \
    cts_inserted_buffers 5 \
    cts.clk_slew.worst_paths_ns 0.06 \
    placed_cells 2174 \
    grt_first_pass_wirelength_um 55570 \
    power_uw 396.1 \
    untimed_endpoints 137 \
    place_area_mm2 0.01353 \
    root_buffer "clkbuf_16" \
    ant_nets 0 \
    fin_ws_ns 7.439 \
    cts_tree "built" \
    place_ws_ns 7.423 \
    slew_headroom 0.4106 \
    rsz0062_at_grt "no" \
    grt_usage 0.1542 \
    clk_path_buf_depth 2 \
    path_buffers 1 \
    place_hpwl_um 24970 \
    die_w_um 208.4 \
    insertedDiodeCount 0 \
    setup_tns_ns 0 \
    slowest_stage "or4_1" \
    min_period_ns 3.161 \
    ff_type "dfxtp_1" \
    power_leakage_uw 0.005377 \
    via_per_inst 5.385 \
    grt-ovfl-total 0 \
    warnings 90 \
    io_pins 63 \
    status "complete, no violations" \
    largest_reg_flops 33 \
    critPathMaxStageDelay_ns 0.49 \
    yosys_warnings 15 \
    first_pass_iters 5 \
    hold_class "reg -> reg" \
    grt_max_degree 73 \
    finalSetupViolations 0 \
    port_buffers 47 \
    wl_per_cell_um 15.20 \
    drive_gt1_frac 0.06330 \
    die_area_mm2 0.04342 \
    clock_skew_ns 0.007134 \
    wirelength_um 33170 \
    ys_seq_frac 0.1959 \
    globalplace.congestion 0.9165 \
    drtIter0Drc 726 \
    path_max_fanout 15 \
    worstPathCellList "ha_1, nand3_1, xnor2_1, or4_1, nor4_1, nor4b_1, nand4b_1, nor4_2, buf_4" \
    num_rows 75 \
    tightest_slew_ns 0.8841 \
    cts_hold_buf 0 \
    max-cap-violations 0 \
    fp_util 0.3046 \
    grt_pass1_vias 10740 \
    vias 11750 \
    fill_cells 4310 \
    yosys_cells 1666 \
    async_flop_share 0 \
    cts_setup_buffers 0 \
    finalCritPeriodShare 0.2982 \
    syn_avg_cell_area_um2 7.669 \
    synth.distinct_cells 124 \
    cpLargestDelayFamily "simple AND/OR/NAND/NOR gates" \
    yosysTopAreaCellShare 0.1724 \
    powerDensity_mw_per_mm2 28.85 \
    cp.arrival_ns 3.14 \
    ys_ff 120 \
    die_h_um 208.4 \
    synth_area_leader_cell "dfxtp_1" \
    hold_viol_final 0 \
    clock.latency.late_pin_ns 0.28 \
    core_area_mm2 0.04195 \
    criticalPathCategory "reg -> reg" \
    unclocked_regs 86 \
    final_common_cell "nand2_1" \
    cts.htree.levels 2 \
    cts-resized-gates 0 \
    critPathCaptureType "flop" \
    postLayoutCellArea_mm2 0.01373 \
    fmax_mhz 316.3 \
    syn_to_final_growth_pct 7.482 \
    synthesis.area_mm2 0.01278 \
    antenna_found_initial 0 \
    cp.required_ns 10.58 \
    edf_count 10 \
]
logic make-up (layout without fill, tap and decap cells):
kind of cell / count (synthesis) / in the layout / share of synthesized area
xor+xnor: 79 / 79 / 0.05416
mux: 60 / 60 / 0.05259
simple gates: 623 / 623 / 0.2548
buf+inv: 200 / 164 / 0.06924
compound gates: 478 / 478 / 0.2716
other cells: 1 / 14 / 0.0002935
fa+ha+maj: 105 / 105 / 0.1015
flops: 120 / 120 / 0.1959
Yosys cell counts (all sizes together), types with 30 or more instances:
master / number
nand2: 157
nor2: 140
o21ai: 118
dfxtp: 110
inv: 99
ha: 98
a21oi: 76
nand3: 60
buf: 53
clkbuf: 48
mux2i: 48
xnor2: 48
nor3: 44
xor2: 31
and3: 30
final timing paths:
check / start / end / slack (ns) / depth (start not counted)
max reg2reg: clock_counter[0] / clk_1s / 7.44 / 9
min: clock_counter[25] / clock_counter[25] / 0.50 / 1
max: clock_counter[0] / clk_1s / 7.44 / 9
min reg2reg: clock_counter[25] / clock_counter[25] / 0.50 / 1
layout make-up:
type / count / area, um2 / area share
tap: 539 / 674.4 / 0.04911
multi-input combinational: 1359 / 9444 / 0.6877
clock inverter: 2 / 60.06 / 0.004374
inverter: 99 / 371.6 / 0.02706
clock buffer: 6 / 138.9 / 0.01011
timing repair buffer: 57 / 540.5 / 0.03936
sequential: 120 / 2502 / 0.1822
power breakdown:
part | switching (uW) | internal, uW | leakage, uW
Clock | 53.2 | 141 | 0.0000971
Combinational | 44.4 | 28.1 | 0.00427
Sequential | 0 | 129 | 0.00101
worst reg2reg max path, delay by kind of cell, from the launching register on:
family,cells,cell delay [ns]
buffers and inverters,1,0.25
and+or+nand+nor,6,1.76
xor gates and xnor gates,1,0.22
DFF,1,0.42
adders and majority gates,1,0.21
metrics by stage:
| stage | util | hold slack, ns |
|---|---|---|
| 6_report | 0.3274 | 0.4965 |
| 5_1_grt | 0.3274 | 0.5211 |
| 4_1_cts | 0.3274 | 0.4960 |
| 3_5_place_dp | 0.3226 | 0.4769 |
| 3_3_place_gp | 0.3226 | 0.4746 |
| 2_1_floorplan | - | 0.4521 |
metal layers:
layer,vias up,global-route usage,part of all wire
met5,-,0,0
met2,232,0.2415,0.44
met1,5468,0.2352,0.51
met3,22,0.02110,0.047
met4,0,0.01303,0.0076
li1,6027,-,-
Power and IR drop assume default switching activity.
